**./config.mk**
```make
export PLATFORM = sky130hd
export DESIGN_NAME = clk_24_12_top
export DESIGN_NICKNAME = clk_24_12_top
export VERILOG_FILES = /design/flow/design.v
export SDC_FILE = /design/flow/constraint.sdc
export NUM_CORES = 4
export LEC_CHECK = 1
export CORE_UTILIZATION = 30
```
**./constraint.sdc**
```tcl
current_design clk_24_12_top

set clk_period 3.6
set clk_io_pct 0.2

create_clock -name clk0 -period $clk_period [get_ports {clk}]

set non_clock_inputs [all_inputs -no_clocks]
set_input_delay [expr $clk_period * $clk_io_pct] -clock clk0 $non_clock_inputs
set_output_delay [expr $clk_period * $clk_io_pct] -clock clk0 [all_outputs]
```
**./design.v**
```verilog
`timescale 1ns / 1ps
module clk_12_hr(  
    input clk,
    input reset,
    input set_time,
    input hour10,
    input hour1,
    input min10,
    input min1,
    input sec10,
    input sec1,
    output [6:0] hour10_seg,
    output [6:0] hour1_seg,
    output [6:0] min10_seg,
    output [6:0] min1_seg,
    output [6:0] sec10_seg,
    output [6:0] sec1_seg,
    output reg am_pm
);
    reg [3:0] h10_out = 1;
    reg [3:0] h1_out  = 2;
    reg [3:0] m10_out = 0;
    reg [3:0] m1_out  = 0;
    reg [3:0] s10_out = 0;
    reg [3:0] s1_out  = 0;
    always @(posedge clk or posedge reset) begin
        if (reset) begin
            h10_out <= 1; h1_out <= 2;
            m10_out <= 0; m1_out <= 0;
            s10_out <= 0; s1_out <= 0;
            am_pm   <= 0;
        end else if (set_time) begin
            if (sec1) begin
                if (s1_out < 9)
                    s1_out <= s1_out + 1;
                else begin
                    s1_out <= 0;
                    if (s10_out < 5)
                        s10_out <= s10_out + 1;
                    else
                        s10_out <= 0;
                end
            end
            if (sec10) begin
                if (s10_out < 5)
                    s10_out <= s10_out + 1;
                else
                    s10_out <= 0;
            end
            if (min1) begin
                if (m1_out < 9)
                    m1_out <= m1_out + 1;
                else begin
                    m1_out <= 0;
                    if (m10_out < 5)
                        m10_out <= m10_out + 1;
                    else
                        m10_out <= 0;
                end
            end
            if (min10) begin
                if (m10_out < 5)
                    m10_out <= m10_out + 1;
                else
                    m10_out <= 0;
            end         
            if (hour1) begin
                if (h10_out == 1 && h1_out == 1) begin
                    h1_out <= 2;
                    am_pm  <= ~am_pm;
                end
                else if (h10_out == 1 && h1_out == 2) begin
                    h10_out <= 0;
                    h1_out  <= 1;
                end 
                else if (h10_out == 0 && h1_out == 9) begin
                    h10_out <= 1;
                    h1_out  <= 0;
                end 
                else begin
                    h1_out <= h1_out + 1;
                end
            end
            if (hour10) begin
                if (h10_out == 0) begin
                    h10_out <= 1;
                    if (h1_out > 2)
                        h1_out <= 2;
                end 
                else begin
                    h10_out <= 0;
                    if (h1_out == 0)
                        h1_out <= 1;
                end
            end
        end 
        else begin
            if (s1_out < 9) begin
                s1_out <= s1_out + 1;
            end 
            else begin
                s1_out <= 0;
                if (s10_out < 5) begin
                    s10_out <= s10_out + 1;
                end 
                else begin
                    s10_out <= 0;
                    if (m1_out < 9) begin
                        m1_out <= m1_out + 1;
                    end 
                    else begin
                        m1_out <= 0;
                        if (m10_out < 5) begin
                            m10_out <= m10_out + 1;
                        end 
                        else begin
                            m10_out <= 0;
                            if (h10_out == 1 && h1_out == 1) begin
                                h1_out <= 2;
                                am_pm  <= ~am_pm;
                            end
                            else if (h10_out == 1 && h1_out == 2) begin
                                h10_out <= 0;
                                h1_out  <= 1;
                            end 
                            else if (h10_out == 0 && h1_out == 9) begin
                                h10_out <= 1;
                                h1_out  <= 0;
                            end 
                            else begin
                                h1_out <= h1_out + 1;
                            end
                        end
                    end
                end
            end
        end
    end
    seven_seg_decoder hours10   (.four_bit_in(h10_out), .seg(hour10_seg));
    seven_seg_decoder hours1    (.four_bit_in(h1_out),  .seg(hour1_seg));
    seven_seg_decoder minutes10 (.four_bit_in(m10_out), .seg(min10_seg));
    seven_seg_decoder minutes1  (.four_bit_in(m1_out),  .seg(min1_seg));
    seven_seg_decoder seconds10 (.four_bit_in(s10_out), .seg(sec10_seg));
    seven_seg_decoder seconds1  (.four_bit_in(s1_out),  .seg(sec1_seg));
endmodule
`timescale 1ns / 1ps
module clk_24_12_top(
        input clk,
        input reset,
        input set_time,
        input hour10,
        input hour1,
        input min10,
        input min1,
        input sec10,
        input sec1,
        input ampm_toggle,
        output am_pm,
        output [6:0] muxOuth10,
        output [6:0] muxOuth1,
        output [6:0] muxOutm10,
        output [6:0] muxOutm1,
        output [6:0] muxOuts10,
        output [6:0] muxOuts1,
        output reg [7:0] anode_result,
        output reg SA, SB, SC, SD, SE, SF, SG
    );
reg [19:0] refresh_rate;
wire [2:0] anode_counter;
wire clkout;
wire [6:0] hour10_12;
wire [6:0] hour1_12;
wire [6:0] min10_12;
wire [6:0] min1_12;
wire [6:0] sec10_12;
wire [6:0] sec1_12;
wire [6:0] hour10_24;
wire [6:0] hour1_24;
wire [6:0] min10_24;
wire [6:0] min1_24;
wire [6:0] sec10_24;
wire [6:0] sec1_24;
clk_divider clk24(.clk(clk), .clkout(clkout));
clk_24_hr hourclock(.clk(clkout), .reset(reset), .set_time(set_time), .hour10(hour10), .hour1(hour1), .min10(min10), .min1(min1), .sec10(sec10), .sec1(sec1), .hour10_seg(hour10_24), .hour1_seg(hour1_24), .min10_seg(min10_24), .min1_seg(min1_24), .sec10_seg(sec10_24), .sec1_seg(sec1_24));    
clk_12_hr hour12clock(.clk(clkout), .reset(reset), .set_time(set_time), .hour10(hour10), .hour1(hour1), .min10(min10), .min1(min1), .sec10(sec10), .sec1(sec1), .hour10_seg(hour10_12), .hour1_seg(hour1_12), .min10_seg(min10_12), .min1_seg(min1_12), .sec10_seg(sec10_12), .sec1_seg(sec1_12), .am_pm(am_pm));   
mux_2to1_7bit outHour10(.sel(ampm_toggle), .a(hour10_24), .b(hour10_12), .out(muxOuth10));
mux_2to1_7bit outHour1(.sel(ampm_toggle), .a(hour1_24), .b(hour1_12), .out(muxOuth1));
mux_2to1_7bit outMin10(.sel(ampm_toggle), .a(min10_24), .b(min10_12), .out(muxOutm10));
mux_2to1_7bit outMin1(.sel(ampm_toggle), .a(min1_24), .b(min1_12), .out(muxOutm1));
mux_2to1_7bit outSec10(.sel(ampm_toggle), .a(sec10_24), .b(sec10_12), .out(muxOuts10));
mux_2to1_7bit outSec1(.sel(ampm_toggle), .a(sec1_24), .b(sec1_12), .out(muxOuts1));
always@(posedge clk) begin
    refresh_rate <= refresh_rate + 1;
end
assign anode_counter = refresh_rate[19:17];
always@(posedge clk) begin
  case(anode_counter)
    3'b000: begin
        SA <= muxOuth10[6];
        SB <= muxOuth10[5];
        SC <= muxOuth10[4];
        SD <= muxOuth10[3];
        SE <= muxOuth10[2];
        SF <= muxOuth10[1];
        SG <= muxOuth10[0];
        anode_result <= 8'b1111_1110;
    end
    3'b001: begin
        SA <= muxOuth1[6];
        SB <= muxOuth1[5];
        SC <= muxOuth1[4];
        SD <= muxOuth1[3];
        SE <= muxOuth1[2];
        SF <= muxOuth1[1];
        SG <= muxOuth1[0];
        anode_result <= 8'b1111_1101;
    end
    3'b010: begin
        SA <= muxOutm10[6];
        SB <= muxOutm10[5];
        SC <= muxOutm10[4];
        SD <= muxOutm10[3];
        SE <= muxOutm10[2];
        SF <= muxOutm10[1];
        SG <= muxOutm10[0];
        anode_result <= 8'b1111_1011;
    end
    3'b011: begin
        SA <= muxOutm1[6];
        SB <= muxOutm1[5];
        SC <= muxOutm1[4];
        SD <= muxOutm1[3];
        SE <= muxOutm1[2];
        SF <= muxOutm1[1];
        SG <= muxOutm1[0];
        anode_result <= 8'b1111_0111;
    end
    3'b100: begin
        SA <= muxOuts10[6];
        SB <= muxOuts10[5];
        SC <= muxOuts10[4];
        SD <= muxOuts10[3];
        SE <= muxOuts10[2];
        SF <= muxOuts10[1];
        SG <= muxOuts10[0];
        anode_result <= 8'b1110_1111;
    end
    3'b101: begin
        SA <= muxOuts1[6];
        SB <= muxOuts1[5];
        SC <= muxOuts1[4];
        SD <= muxOuts1[3];
        SE <= muxOuts1[2];
        SF <= muxOuts1[1];
        SG <= muxOuts1[0];
        anode_result <= 8'b1101_1111;
    end
    3'b110: begin
        SA <= 1'b1;
        SB <= 1'b1;
        SC <= 1'b1;
        SD <= 1'b1;
        SE <= 1'b1;
        SF <= 1'b1;
        SG <= 1'b1;
        anode_result <= 8'b1011_1111;
    end
    3'b111: begin
        SA <= 1'b1;
        SB <= 1'b1;
        SC <= 1'b1;
        SD <= 1'b1;
        SE <= 1'b1;
        SF <= 1'b1;
        SG <= 1'b1;
        anode_result <= 8'b0111_1111;
   end
   default: begin
        SA <= 1'b1;
        SB <= 1'b1;
        SC <= 1'b1;
        SD <= 1'b1;
        SE <= 1'b1;
        SF <= 1'b1;
        SG <= 1'b1;
        anode_result <= 8'b1111_1111;
   end
   endcase
end    
endmodule
`timescale 1ns / 1ps
module clk_24_hr( 
    input clk,
    input set_time,
    input reset,
    input hour10,  
    input hour1,   
    input min10,  
    input min1,   
    input sec10,   
    input sec1, 
    output [6:0] hour10_seg,
    output [6:0] hour1_seg,
    output [6:0] min10_seg,
    output [6:0] min1_seg,
    output [6:0] sec10_seg,
    output [6:0] sec1_seg
);
    reg [3:0] h10_out = 0;
    reg [3:0] h1_out  = 0;
    reg [3:0] m10_out = 0;
    reg [3:0] m1_out  = 0;
    reg [3:0] s10_out = 0;
    reg [3:0] s1_out  = 0;
    always @(posedge clk) begin
    if (reset) begin
        h10_out <= 0; 
        h1_out <= 0;
        m10_out <= 0; 
        m1_out <= 0;
        s10_out <= 0; 
        s1_out <= 0;
    end 
    else if (set_time) begin
        if (hour1 && (h10_out * 10 + h1_out < 24)) begin
            if (h1_out == 9 || (h10_out == 2 && h1_out == 3)) 
                h1_out <= 0;
            else
                h1_out <= h1_out + 1;
        end
        if (hour10 && (h10_out < 2 || (h10_out == 2 && h1_out < 4))) begin
            if (h10_out == 2)
                h10_out <= 0;
            else
                h10_out <= h10_out + 1;
        end
        if (min1) begin
            if (m1_out == 9)
                m1_out <= 0;
            else
                m1_out <= m1_out + 1;
        end
        if (min10) begin
            if (m10_out == 5)
                m10_out <= 0;
            else
                m10_out <= m10_out + 1;
        end
        if (sec1) begin
            if (s1_out == 9)
                s1_out <= 0;
            else
                s1_out <= s1_out + 1;
        end
        if (sec10) begin
            if (s10_out == 5)
                s10_out <= 0;
            else
                s10_out <= s10_out + 1;
        end
    end
    else begin
        if (s1_out == 9) begin
            s1_out <= 0;
            if (s10_out == 5) begin
                s10_out <= 0;
                if (m1_out == 9) begin
                    m1_out <= 0;
                    if (m10_out == 5) begin
                        m10_out <= 0;
                        if (h1_out == 9 || (h10_out == 2 && h1_out == 3)) begin
                            h1_out <= 0;
                            if (h10_out == 2)
                                h10_out <= 0;
                            else
                                h10_out <= h10_out + 1;
                        end 
                        else begin
                            h1_out <= h1_out + 1;
                        end
                    end 
                    else begin
                        m10_out <= m10_out + 1;
                    end
                end 
                else begin
                    m1_out <= m1_out + 1;
                end
            end 
            else begin
                s10_out <= s10_out + 1;
            end
        end 
        else begin
            s1_out <= s1_out + 1;
        end
    end
end
seven_seg_decoder hours10(.four_bit_in(h10_out), .seg(hour10_seg));
seven_seg_decoder hours1(.four_bit_in(h1_out), .seg(hour1_seg));
seven_seg_decoder minutes10(.four_bit_in(m10_out), .seg(min10_seg));
seven_seg_decoder minutes1(.four_bit_in(m1_out), .seg(min1_seg));
seven_seg_decoder seconds10(.four_bit_in(s10_out), .seg(sec10_seg));
seven_seg_decoder seconds1(.four_bit_in(s1_out), .seg(sec1_seg));  
endmodule
module clk_divider(
    input clk,
    output reg clkout
);
reg [26:0] second_counter;
always @(posedge clk) begin
    if(second_counter == 49_999_999) begin
        second_counter <= 0;
        clkout <= ~clkout;
    end
    else
        second_counter <= second_counter + 1;
end
endmodule
`timescale 1ns / 1ps
module mux_2to1_7bit(
    input [6:0] a,
    input [6:0] b,
    input sel,
    output reg [6:0] out
    );
always@(*)begin
    case(sel)
        0: out = a;
        1: out = b;
        default: out = 7'b000_0000;
    endcase
end
endmodule
module seven_seg_decoder(
    input [3:0] four_bit_in,
    output reg [6:0] seg
);
    always @(*) begin
        case(four_bit_in)
            4'b0000: seg = 7'b0000001;
            4'b0001: seg = 7'b1001111;
            4'b0010: seg = 7'b0010010;
            4'b0011: seg = 7'b0000110;
            4'b0100: seg = 7'b1001100;
            4'b0101: seg = 7'b0100100;
            4'b0110: seg = 7'b0100000;
            4'b0111: seg = 7'b0001111;
            4'b1000: seg = 7'b0000000;
            4'b1001: seg = 7'b0000100;
            default: seg = 7'b1111111;
        endcase
    end
endmodule
```
**./run.sh**
```bash
#!/bin/bash
# OpenROAD 26Q1-2900-gdf79404cd8, Yosys 0.63+post, stock flow scripts
make -C /OpenROAD-flow-scripts/flow DESIGN_CONFIG=/design/flow/config.mk WORK_HOME=/design/flow/orfs finish
```
==> run_results.csv <==
group,metric,value,unit
run_status,status,"finished clean",
final_layout,synthToLayoutAreaGrowth,16.2,%
final_timing,untimed_endpoints,50,
global_routing,grt_pass1_vias,6086,
clocking,cts_hold_buf,0,
route,finalWirelength,20900,um
clocking,cts_htree_levels,3,
place,dp_slack,0.684,ns
die,io_pins,68,
final_timing,tightest_slew,0.842,ns
route,wl_per_cell,15.5,um
clocking,clkLatencyLatePin,0.35,ns
final_timing,rsz0062_at_grt,"no",
final_layout,nFillCells,2603,
yosys,ys_cells,972,
yosys,top_cells_by_area,"dfxtp_1 22%, ha_1 11%, dfrtp_1 7.5%",
yosys,yosys_area,7650,um2
final_timing,finalSetupTns,0,ns
global_routing,antenna_found_initial,0,
yosys,top_area_cell,"dfxtp_1",
yosys,synthArstFlopShare,22.3,%
yosys,yosys_most_used_dff,"dfxtp_1",
final_timing,slew-limit-headroom,43.7,%
final_timing,drv_slew,0,
route,vias_per_cell,5.15,
place,portBuffers,67,
clocking,cts_tree,"built",
worst_setup_path,crit_fanout,9,
clocking,clk_pin_slew,0.05,ns
clocking,clock-root-buffer,"clkbuf_16",
worst_setup_path,max_stage_delay,0.53,ns
yosys,edf_count,1,
route,drc_errors,0,
worst_setup_path,required,2.88,ns
final_timing,fin_worst_skew,0.0142,ns
die,fp-row-count,58,
worst_setup_path,crit_path_cell_trace,"buf_2 > clkinv_1 > and3_1 > a31oi_1 > clkdlybuf4s50_1",
global_routing,grt-ovfl-total,0,
place,gp_congestion,0.898,
final_layout,regArea,2380,um2
power,cellPowerDensity,191,nW/um2
yosys,ys_types,73,
worst_setup_path,cp.buffers_inverters,3,
clocking,cts_setup_buffers,0,
worst_setup_path,start_kind,"input pin",
worst_setup_path,critPathKind,"input pin to output pin",
final_timing,fin_crit,2.95,ns
power,total_power,0.00170,W
clocking,cts_made_buffers,9,
yosys,synth_seq_share,31.1,%
final_timing,fin_ws,0.652,ns
final_timing,setup_violations,0,
worst_setup_path,crit_family,"buffers and inverters",
power,power.static_leakage,3.43,nW
yosys,yosys_warnings,6,
final_layout,layout-drive-gt1-share,4.42,%
flow_run,maxCapViolCount,0,
yosys,top_cells_by_count,"103 x nor2_1, 99 x nand2_1, 86 x dfxtp_1, 68 x ha_1, 66 x a21oi_1",
route,initialDrtViolationCount,534,
final_timing,unclocked_pins,49,
final_timing,max_freq,339,MHz
power,ir_drop,0.185,mV
worst_setup_path,cp-end-kind,"output pin",
worst_setup_path,crit_slowest_cell,"clkdlybuf4s50_1",
route,vias,6945,
clocking,cts_repair_resize_count,0,
die,core_area,25100,um2
yosys,syn_inst,972,
global_routing,grtUsageTotal,16.3,%
die,core_util_floorplan,30.5,%
yosys,netlist_area,7650,um2
worst_hold_path,min_path_type,"flip-flop to flip-flop",
final_layout,post-route-util,35.4,%
die,die_w,162,um
global_routing,grt_first_pass_wirelength,32900,um
final_layout,fin_area,8890,um2
die,dieHeight,162,um
flow_run,tool_warnings,73,
yosys,synth.most_common_cell,"nor2_1",
yosys,yosysTopAreaCellShare,22.5,%
final_timing,final_hold_viol_count,0,
clocking,cts_buffer_depth,2,
place,dpl.hpwl,16000,um
route,diodes,0,
place,placedInstanceArea,8610,um2
die,chipArea,26200,um2
route,ant_nets,0,
final_layout,logic_area,4900,um2
yosys,avgSynthCellArea,7.87,um2
yosys,ys_seq_elements,112,
global_routing,grt_max_degree,51,
route,drt_first_pass_iters,5,
worst_setup_path,cp.arrival,2.23,ns
final_timing,period_used_share,81.9,%
[per-stage QoR]
stage,std cells,hold WS (ns)
4_1_cts,1348,0.397
3_5_place_dp,1332,0.383
3_3_place_gp,1332,0.376
6_report,1348,0.398
5_1_grt,1348,0.401
2_1_floorplan,972,0.365
[layout make-up]
| cell class | count | share of cell area (%) |
|---|---|---|
| Multi-Input combinational cell | 765 | 55.1 |
| Sequential cell | 112 | 26.8 |
| Timing Repair Buffer | 75 | 8.16 |
| Tap cell | 330 | 4.64 |
| Clock buffer | 10 | 2.69 |
| Inverter | 50 | 2.11 |
| Clock inverter | 6 | 0.507 |
[logic make-up after synthesis]
kind of cell               after synthesis  synth area share [%]
AOI/OAI and AO/OA                      254                  20.8
xor gates and xnor gates                52                  5.95
adders and majority gates               69                  11.4
buffers and inverters                   95                  4.86
DFF                                    112                  31.1
muxes                                    9                  1.21
and+or+nand+nor                        381                  24.7
[per-layer routing]
metal / vias to the layer above / share of wire [%] / global-route usage [%]
met4: 0 / 1.5 / 2.36
met5: - / 0 / 0
li1: 3498 / - / -
met2: 197 / 42 / 23.7
met1: 3230 / 51 / 26.0
met3: 20 / 5.7 / 2.68
[registers in the layout, indices dropped and copies added, names as in the netlist, 4 cells and up]
signal / flops
hourclock.s10_out: 4
hourclock.h10_out: 4
anode_result: 8
hour12clock.m1_out: 4
hour12clock.s10_out: 4
hourclock.m10_out: 4
refresh_rate: 20
hourclock.m1_out: 4
hour12clock.m10_out: 4
hourclock.h1_out: 4
hour12clock.s1_out: 4
hour12clock.h10_out: 4
hour12clock.h1_out: 4
clk24.second_counter: 27
hourclock.s1_out: 4
[layout by cell type, fill, tap and decap left out, drive strengths merged, types with 10 or more instances in the layout]
master / instances
a21o: 10
a21oi: 66
a31oi: 21
and2: 11
and3: 10
clkbuf: 10
clkdlybuf4s50: 66
dfrtp: 23
dfxtp: 86
ha: 68
inv: 50
nand2: 99
nand2b: 48
nand3: 27
nand4: 16
nor2: 104
nor2b: 13
nor3: 14
o211ai: 10
o21ai: 64
o22ai: 24
or2: 10
xnor2: 31
xor2: 21
[where the power goes]
| part | total [W] | internal [W] | switching [W] | leakage, nW |
|---|---|---|---|---|
| Sequential | 0.000701 | 0.000701 | 0.000000489 | 1.02 |
| Clock | 0.000838 | 0.000488 | 0.000350 | 0.143 |
| Combinational | 0.000159 | 0.0000697 | 0.0000893 | 2.27 |
| Total | 0.00170 | 0.00126 | 0.000440 | 3.43 |
[final timing paths]
path                             end  slack [ns]  depth (start not counted)                      from
min          refresh_rate[0]$_DFF_P_        0.40                          1   refresh_rate[0]$_DFF_P_
max                      muxOuts1[5]        0.65                          5               ampm_toggle
max reg2reg               SB$_DFF_P_        1.52                          5  refresh_rate[19]$_DFF_P_
min reg2reg  refresh_rate[0]$_DFF_P_        0.40                          1   refresh_rate[0]$_DFF_P_
No activity file was given, so power comes from the tool's default toggle rates.
